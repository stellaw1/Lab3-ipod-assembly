===== config.mk =====
export PLATFORM = sky130hd
export DESIGN_NAME = FSM
export DESIGN_NICKNAME = FSM
export VERILOG_FILES = /design/flow/design.v
export SDC_FILE = /design/flow/constraint.sdc
export NUM_CORES = 4
export LEC_CHECK = 1
export CORE_AREA = 10 10 70 70
export DIE_AREA = 0 0 80 80

===== constraint.sdc =====
current_design FSM

set clk_period 1.4
set clk_io_pct 0.2

create_clock -name clk0 -period $clk_period [get_ports {clk}]

set non_clock_inputs [all_inputs -no_clocks]
set_input_delay [expr $clk_period * $clk_io_pct] -clock clk0 $non_clock_inputs
set_output_delay [expr $clk_period * $clk_io_pct] -clock clk0 [all_outputs]

===== design.v =====
`default_nettype none
module 
picoblaze_template
#(
parameter clk_freq_in_hz = 25000000
) (
  output reg[7:0] led,
  output reg led0,
  input clk, interrupt_event, 
  input [7:0] input_data,
  output wire [23:0] sseg
);
wire[9:0]  address;
wire[17:0]  instruction;
wire[7:0]  port_id;
wire[7:0]  out_port;
reg[7:0]  in_port;
wire  write_strobe;
wire  read_strobe;
reg  interrupt;
wire  interrupt_ack;
wire  kcpsm3_reset;
reg        lcd_rw_control;
reg[7:0]   lcd_output_data;
pacoblaze3 led_8seg_kcpsm
(
                  .address(address),
               .instruction(instruction),
                   .port_id(port_id),
              .write_strobe(write_strobe),
                  .out_port(out_port),
               .read_strobe(read_strobe),
                   .in_port(in_port),
                 .interrupt(interrupt),
             .interrupt_ack(interrupt_ack),
                     .reset(kcpsm3_reset),
                       .clk(clk));
wire [19:0] raw_instruction;
pacoblaze_instruction_memory 
pacoblaze_instruction_memory_inst(
  .addr(address),
  .outdata(raw_instruction)
);
always @ (posedge clk)
begin
  instruction <= raw_instruction[17:0];
end
assign kcpsm3_reset = 0;                       
always @ (posedge clk or posedge interrupt_ack)   
begin
  if (interrupt_ack)  
    interrupt <= 0;
  else
begin 
  if (interrupt_event)    
    interrupt <= 1;
  else
    interrupt <= interrupt;
  end
end
always @ (posedge clk)
begin
  case (port_id[7:0])
    8'h0:    in_port <= input_data;
    default: in_port <= 8'bx;
  endcase
end
always @ (posedge clk)
begin
  if (write_strobe & port_id[7])   
    led <= out_port;
  if (write_strobe & port_id[6])   
    sseg[7:0] <= out_port;
  if (write_strobe & port_id[5])   
    sseg[15:8] <= out_port;
  if (write_strobe & port_id[4])   
    sseg[23:16] <= out_port;
  if (write_strobe & port_id[3])   
    led0 <= out_port;
end
endmodule
module FSM (clk, reset, play, sync_clk, flash_mem_read, flash_mem_readdatavalid, flash_mem_waitrequest, inc_address, lower);
    input clk, reset, play, sync_clk, flash_mem_readdatavalid, flash_mem_waitrequest;
    output flash_mem_read, inc_address, lower;
    reg [2:0] state;  
    parameter [2:0] INIT = 3'b000;
    parameter [2:0] INC = 3'b001;
    parameter [2:0] READ = 3'b011;
    parameter [2:0] WAIT = 3'b010;
    parameter [2:0] PLAYL = 3'b110;
    parameter [2:0] PAUSEL = 3'b100;
    parameter [2:0] PLAYR = 3'b101;
    parameter [2:0] PAUSER = 3'b111;
    always @(posedge clk, posedge reset) begin
        if (reset) state <= INIT;
        else begin
            case (state)
                INIT: if (play) state <= READ;
                    else state <= INIT;
                INC: state <= READ;
                READ: if (~flash_mem_waitrequest) state <= WAIT;
                    else state <= READ;
                WAIT: if (flash_mem_readdatavalid) state <= PLAYL;
                    else state <= WAIT;
                PLAYL: if (~play) state <= PAUSEL;
                    else if (sync_clk) state <= PLAYR;
                    else state <= PLAYL;
                PAUSEL: if (play) state <= PLAYR;
                    else state <= PAUSEL;
                PLAYR: if (~play) state <= PAUSER;
                    else if (sync_clk) state <= INC;
                    else state <= PLAYR;
                PAUSER: if (play) state <= INC;
                    else state <= PAUSER;
                default: state <= INIT;
            endcase
        end
    end
    always @(*) begin
        inc_address = (state == INC);
        flash_mem_read = (state == READ);
        lower = (state == PLAYL);
    end
endmodule

===== run.sh =====
#!/bin/bash
# OpenROAD 26Q1-2900-gdf79404cd8, Yosys 0.63+post, stock flow scripts
make -C /OpenROAD-flow-scripts/flow DESIGN_CONFIG=/design/flow/config.mk WORK_HOME=/design/flow/orfs finish

==> run notes <==
run metrics: share of cells above drive strength 1=17.50%, yosys cell count=25, Setup Total Neg Slack=0 ns, total tool warning count=25, outcome=finished, final reports clean, Synth Flop Type=dfrtp_1, Die Y-Extent=80 microns, CP endpoint kind=output pin, Warnings, synthesis=4, Final Cycle Share=95.59%, RSZ-0062 raised after global routing=no, drc violations=0, min Tclk post-route=1.338 ns, Final Hold Viols=0, Worst VDD drop=0.0004705 V, die area=0.006400 sq mm, via count=229, row cnt=21, Slew headroom=80.99%, met3 Usage GRT=3.409%, Die Wd=80 microns, Reg with most FFs=state, CORE AREA=0.003416 sq mm, async set or reset register ratio after synthesis=100.0%, GRT Overall Usage=2.887%, Synth area leaders=dfrtp_1, dfstp_2, nor2_1, nor2b_1, inv_1, Yosys top cell by area=dfrtp_1, Mapped Area=292.8 sq um, Layout area overhead=64.10%, Power Total=0.5473 mW, Syn Inst Count=25, yosys stat chip area=292.8 sq um, Pwr Density=1139 mW/mm^2, Max FO, Critical Path=2, arrival time worst endpoint=1.06 ns, clock root cell=clkbuf_4, CTS sink cnt=8, H-tree depth=1, FF-to-FF Start=state[3], crit path kind=flop to output pin, Iter 0 DRT Violations=4, most frequent cells after synthesis=dfrtp_1, nor2_1, inv_1, nand2_1, nor2b_1, maximum root-to-sink buffer count=2, CTS clk-pin slew, worst paths=0.05 ns, CP Buf/Inv Count=1, first drt pass iteration count=2, gr ovfl total=0, Avg Vias per Cell=2.663, TritonCTS Buffers=3, Worst-Margin Slew=0.2848 ns, initial antenna violation count=0, worst r2r dst=state[5], max-cap viol count=0, GR Util met2=3.130%, Clock Skew=0.002446 ns, wire per inst=9.093 microns, Regs by FF count=state (8), crit start category=flop, mean post-synth cell area=11.71 sq um, top cell type's share of synthesized area=59.83%, setup violators final=0, Hold Crit Class=input pin to async pin, Fin Hold WS=0.2666 ns, flip-flops with a built-in enable=0, CTS tree=built, vias in the first global route=281, Crit path largest cell delay=0.47 ns, Worst path top cell family by delay=buffers and inverters, post-route antenna net violation count=0, FP Core Util=8.571%, Port Buffer Count=8, first-pass GRT wire length=1386 microns, Slowest cell on crit path=clkdlybuf4s50_1, Seq cells post-synth=8, clk latency late pin=0.25 ns, CP Cell Sequence=clkdlybuf4s50_1, max reg flops=8, r2r setup slk=0.28 ns, max-slew violations=0, fmax=0.7472 GHz, detailed placer's ending HPWL=582.9 microns, # IOs=9, most frequent cell after synthesis=dfrtp_1, met1 usage=3.646%, ant diodes=0, Worst R2R Path Depth=3, largest net degree at the start of global routing=9, CTS Hold Bufs=0, crit path DRT=1.12 ns, Unique cell types=12, Final Wtd Congestion=0.7244, Synth Seq Share=68.80%, final WL=782 microns, busiest grt layer=met1, cell leakage power=0.2238 nW
## area by class of cell
| cell class | instances | area [sq um] |
|---|---|---|
| clock buffer | 4 | 26.28 |
| fill | 394 | 2935 |
| inverter | 3 | 11.26 |
| multi-input combinational | 14 | 80.08 |
| sequential | 8 | 201.4 |
| tap | 46 | 57.56 |
| timing repair buffer | 11 | 103.9 |
## cells in the final DEF, fill, tap and decap left out
| cell type | Yosys | routed |
|---|---|---|
| a21oi_1 | 1 | 1 |
| a221o_1 | 1 | 1 |
| buf_4 | 0 | 3 |
| clkbuf_1 | 0 | 1 |
| clkbuf_4 | 0 | 3 |
| clkdlybuf4s50_1 | 0 | 6 |
| dfrtp_1 | 7 | 7 |
| dfstp_2 | 1 | 1 |
| dlygate4sd2_1 | 0 | 1 |
| dlymetal6s2s_1 | 0 | 1 |
| inv_1 | 3 | 3 |
| mux2_1 | 1 | 1 |
| nand2_1 | 2 | 2 |
| nor2_1 | 4 | 4 |
| nor2b_1 | 2 | 2 |
| o21a_1 | 1 | 1 |
| o21ai_0 | 1 | 1 |
| o22ai_1 | 1 | 1 |
## worst max-delay path by stage
stage	from	to	slack [ns]	cells past startpoint
CTS	state[6]	flash_mem_read	0.009	1
global route	state[6]	flash_mem_read	0.01	1
finish	state[6]	flash_mem_read	0.06	1
## per-stage QoR
step	utilization [%]	setup WS, ns	cells	instance area [sq um]
2_1_floorplan	-	0.4796	25	292.8
3_3_place_gp	12.82	0.02085	80	437.9
3_5_place_dp	12.82	0.02263	80	437.9
4_1_cts	13.77	0.009068	85	470.5
5_1_grt	14.07	0.01385	86	480.5
6_report	14.07	0.06175	86	480.5
## what timing repair did
action	in CTS	in global routing
endpoints found under the setup margin	1	2
setup buffers	1	1
gates resized	1	1
## worst register-to-register path, cell delays in order, from the launching register on
cell and delay [ns]:
dfrtp_1 0.39, buf_4 0.15, mux2_1 0.29, o21a_1 0.17
## power by group
part	internal (mW)	leakage (nW)	switching [mW]
Clock	0.109	0.0150	0.0751
Combinational	0.0561	0.103	0.0358
Sequential	0.257	0.105	0.0146
Total	0.422	0.224	0.125
## layer usage
layer / share of wire (%) / vias to the layer above / wire [microns]
met5: 0 / - / 0
met4: 0 / 0 / 0
met3: 19 / 0 / 150
met2: 31 / 14 / 246
met1: 49 / 105 / 385
li1: - / 110 / -
## kinds of logic after synthesis
| kind of cell | synth area share (%) |
|---|---|
| DFF | 68.81 |
| and+or+nand+nor | 11.96 |
| AOI/OAI and AO/OA | 11.54 |
| buffers and inverters | 3.846 |
| muxes | 3.846 |
Power and IR drop assume default switching activity.

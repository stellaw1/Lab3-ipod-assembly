$ cat ./design.v
`default_nettype none
module 
picoblaze_template
#(
parameter clk_freq_in_hz = 25000000
) (
  output reg[7:0] led,
  output reg led0,
  input clk, interrupt_event, 
  input [7:0] input_data,
  output wire [23:0] sseg
);
wire[9:0]  address;
wire[17:0]  instruction;
wire[7:0]  port_id;
wire[7:0]  out_port;
reg[7:0]  in_port;
wire  write_strobe;
wire  read_strobe;
reg  interrupt;
wire  interrupt_ack;
wire  kcpsm3_reset;
reg        lcd_rw_control;
reg[7:0]   lcd_output_data;
pacoblaze3 led_8seg_kcpsm
(
                  .address(address),
               .instruction(instruction),
                   .port_id(port_id),
              .write_strobe(write_strobe),
                  .out_port(out_port),
               .read_strobe(read_strobe),
                   .in_port(in_port),
                 .interrupt(interrupt),
             .interrupt_ack(interrupt_ack),
                     .reset(kcpsm3_reset),
                       .clk(clk));
wire [19:0] raw_instruction;
pacoblaze_instruction_memory 
pacoblaze_instruction_memory_inst(
  .addr(address),
  .outdata(raw_instruction)
);
always @ (posedge clk)
begin
  instruction <= raw_instruction[17:0];
end
assign kcpsm3_reset = 0;                       
always @ (posedge clk or posedge interrupt_ack)   
begin
  if (interrupt_ack)  
    interrupt <= 0;
  else
begin 
  if (interrupt_event)    
    interrupt <= 1;
  else
    interrupt <= interrupt;
  end
end
always @ (posedge clk)
begin
  case (port_id[7:0])
    8'h0:    in_port <= input_data;
    default: in_port <= 8'bx;
  endcase
end
always @ (posedge clk)
begin
  if (write_strobe & port_id[7])   
    led <= out_port;
  if (write_strobe & port_id[6])   
    sseg[7:0] <= out_port;
  if (write_strobe & port_id[5])   
    sseg[15:8] <= out_port;
  if (write_strobe & port_id[4])   
    sseg[23:16] <= out_port;
  if (write_strobe & port_id[3])   
    led0 <= out_port;
end
endmodule
`timescale 1ns / 1ps
module Gen_Clock_Divider(inclk, outclk, div_clk_count, Reset);
    input inclk;
	input Reset;
	output outclk;
	input[31:0] div_clk_count;
	reg outclk = 0;
	reg [31:0] count = 0;
	always @(posedge inclk, negedge Reset) begin
		if (~Reset) begin
			count <= 32'b0;
			outclk <= 1'b0;
		end
		else if (count >= (div_clk_count - 1)) begin
			count <= 32'b0;
			outclk <= ~outclk;
		end
		else
			count <= count + 1'b1;
	end
endmodule
$ cat ./run.sh
#!/bin/bash
# OpenROAD 26Q1-2900-gdf79404cd8, Yosys 0.63+post, stock flow scripts
make -C /OpenROAD-flow-scripts/flow DESIGN_CONFIG=/design/flow/config.mk WORK_HOME=/design/flow/orfs finish
$ cat ./config.mk
export PLATFORM = sky130hd
export DESIGN_NAME = Gen_Clock_Divider
export DESIGN_NICKNAME = Gen_Clock_Divider
export VERILOG_FILES = /design/flow/design.v
export SDC_FILE = /design/flow/constraint.sdc
export NUM_CORES = 4
export LEC_CHECK = 1
export CORE_UTILIZATION = 40
$ cat ./constraint.sdc
current_design Gen_Clock_Divider

set clk_period 6.0
set clk_io_pct 0.2

create_clock -name clk0 -period $clk_period [get_ports {inclk}]

set non_clock_inputs [all_inputs -no_clocks]
set_input_delay [expr $clk_period * $clk_io_pct] -clock clk0 $non_clock_inputs
set_output_delay [expr $clk_period * $clk_io_pct] -clock clk0 [all_outputs]
==> summary.txt <==
flow finished, numbers: First-pass DRT Iterations 4, Area after DPL 3220 um2, yosys cell count 319, peak supply drop 0.113 mV, Final ANT Viol Nets 0, initial DRC count 95, final hold vios 0, WL/cell 12.3 um, # setup viols final 0, Avg Cell Area, Syn 8.72 um2, pwr dens 136 nW/um2, CTS tree done, cell type with the largest total area dfrtp_1, Via density 5.08, Chip Height 85.4 um, largest family of logic cells by area simple AND/OR/NAND/NOR gates, CTS max path bufs 2, Post-CTS Setup Bufs 0, biggest area cells dfrtp_1 (30%), ha_1 (15%), xnor2_1 (10%), initial antenna violation count 0, Area leader share 29.7%, fin crit period 5070 ps, element type at the critical path end flop, GRT overflow 0, status complete, no violations, clock sinks 33, share of cells above drive strength 1 5.59%, Syn-to-layout area delta 18.8%, row count 30, hpwl dp 4190 um, mux share 0%, simple share 28.7%, tool warnings 25, Max transition margin 61.3%, H-tree depth 2, register area share after synthesis 29.7%, antenna cell count 0, post_cts resized 0, WS Path Type input port to flop, adder-cell share of the synthesized area 15.3%, Leakage 1.42 nW, class of the worst hold path flop to flop, startpoint types input port, Post-Syn Instances 319, Crit Path Max Fanout 33, Hold WS 473 ps, period utilisation layout 84.6%, dominant logic cell type in the layout nor2_1, Initial Util 41.2%, Slew @ Worst Pin 576 ps, Synth Cell Area 2780 um2, Reg clk slew, reported paths 70 ps, Die X 85.4 um, cts hold-fix bufs 0, Final Cell Area 3310 um2, DRC 0, Root Driver clkbuf_8, full die area 7290 um2, TritonCTS Buffers 5, largest net degree at the start of global routing 34, Core Util, Final 48.9%, RSZ-0062 raised after global routing false, Final GP Congestion 0.808, Layout Skew 2.90 ps, ao+oa area frac 5.35%, Top Layout Cells nor2_1 (57), ha_1 (34), clkdlybuf4s50_1 (34), xnor2_1 (33), dfrtp_1 (33), Worst Path Arrival 5220 ps, XOR-XNOR Cells, Area Fraction 19.2%, clock latency (worst-skew pair) 280 ps, Flops after synth 33, fin. max-slew vios 0, GRT Total Usage 16.3%, YS chip area 2780 um2, Achievable Freq 197 MHz, IO buf count 34, vias in the first global route 2110, TNS Setup 0 ps, final wirelength 5380 um, Distinct lib cells used 35, core footprint 6760 um2, first-pass GRT wire length 9560 um, IO Pins 35, Worst EP required 6150 ps, vias 2225, MaxCap Viol Count 0, Syn. warnings 1
power breakdown:
group | leakage [nW] | internal, W | switching, W
logic | 0.937 | 0.0000366 | 0.0000315
clock network | 0.0450 | 0.0000803 | 0.0000788
registers | 0.435 | 0.000223 | 0.000000350
total | 1.42 | 0.000340 | 0.000111
cell families after synthesis:
family / count (synthesis)
DFF: 33
adders and majority gates: 34
xor gates and xnor gates: 61
AOI/OAI and AO/OA: 24
and+or+nand+nor: 154
buffers and inverters: 13
Yosys cell counts, drive strengths merged:
cell type,count
nor2,57
ha,34
dfrtp,33
xnor2,33
xor2,28
nand3,25
nand2,24
nor3,12
a21oi,11
nor4,9
inv,8
and3,7
clkbuf,5
nand4,5
o21ai,4
and4,3
or3,3
or4,3
a211oi,2
a21o,2
a221o,2
nand2b,2
a211o,1
a31oi,1
and2,1
nand3b,1
nor3b,1
o221ai,1
or2,1
path summary, 6_finish.rpt:
check	endpoint	startpoint	cells past startpoint	slack (ps)
max	outclk	div_clk_count[3]	15	930
min	outclk	outclk	1	470
max reg2reg	outclk	count[2]	8	3710
min reg2reg	outclk	outclk	1	470
max in group asynchronous	count[25]	Reset	2	4370
min in group asynchronous	count[17]	Reset	2	1330
through the flow:
step           std cells  power (W)  worst slack [ps]
4_1_cts              438   0.000457               905
6_report             438   0.000451               926
5_1_grt              438   0.000472               560
3_5_place_dp         430   0.000296               605
2_1_floorplan        319   0.000254              1430
3_3_place_gp         430   0.000295               685
final cells by class:
type | count | area, um2
Fill cell | 629 | 3450
Sequential cell | 33 | 826
Inverter | 8 | 30.0
Multi-Input combinational cell | 273 | 1910
Tap cell | 80 | 100
Clock buffer | 6 | 72.6
Clock inverter | 2 | 10.0
Timing Repair Buffer | 36 | 355
sequential cells by signal, indices dropped and copies added, names as in the netlist:
name,cells
count,32
outclk,1
per-layer routing:
| layer | track usage, % | wire, um | vias up |
|---|---|---|---|
| met1 | 25.5 | 2820 | 1020 |
| li1 | - | - | 1183 |
| met5 | 0 | 0 | - |
| met2 | 26.0 | 2400 | 17 |
| met3 | 2.17 | 135 | 5 |
| met4 | 1.06 | 27 | 0 |
critical path, cell delays in order:
cell and delay [ps]:
clkdlybuf4s50_1 450, or3_1 410, nor3b_2 380, nand3_2 230, or4_4 570, nor4_4 230
xnor2_1 160, ha_1 280, a21oi_1 150, nand2_1 60, a221o_1 330, a211oi_1 250
o21ai_2 80, buf_4 250, xor2_1 180
No activity file was given, so power comes from the tool's default toggle rates.
